`flow/run.sh`:
```
#!/bin/bash
# OpenROAD 26Q1-2900-gdf79404cd8, Yosys 0.63+post, stock flow scripts
make -C /OpenROAD-flow-scripts/flow DESIGN_CONFIG=/design/flow/config.mk WORK_HOME=/design/flow/orfs finish
```
`flow/config.mk`:
```
export PLATFORM = sky130hd
export DESIGN_NAME = core
export DESIGN_NICKNAME = core
export VERILOG_FILES = /design/flow/design.v
export SDC_FILE = /design/flow/constraint.sdc
export NUM_CORES = 4
export LEC_CHECK = 1
export CORE_UTILIZATION = 30
```
`flow/constraint.sdc`:
```
current_design core

set clk_period 34.6
set clk_io_pct 0.2

create_clock -name clk0 -period $clk_period [get_ports {clk}]

set non_clock_inputs [all_inputs -no_clocks]
set_input_delay [expr $clk_period * $clk_io_pct] -clock clk0 $non_clock_inputs
set_output_delay [expr $clk_period * $clk_io_pct] -clock clk0 [all_outputs]
```
`flow/design.v`:
```
module alu(
    input wire[31:0]src_a, src_b,
    input wire[2:0]alucontrol,
    output reg[31:0]result
);
always @(*) begin
    case (alucontrol)
        3'b000: result = src_a;
        3'b001: result = src_a + src_b;
        3'b100: result = src_a ^ src_b;
        3'b110: result = src_a | src_b;
        3'b111: result = src_a & src_b;
        default: result = 0;
    endcase
end
endmodule
module control(
    input [31:0]instr,
    output reg [11:0]imm12,
    output reg rf_we,
    output reg [2:0]alu_op,
    output reg alu_src,
    output reg mem_we,
    output reg branch,
    output reg jump,
    output reg jump_reg
);
wire [6:0]opcode = instr[6:0];
wire [2:0]funct3 = instr[14:12];
wire [1:0]funct2 = instr[26:25];
wire [4:0]funct5 = instr[31:27];
always @(*) begin
    rf_we = 1'b0;
    alu_op = 3'b0;
    imm12 = 12'b0;
    alu_src = 1'b0;
    mem_we = 1'b0;
    branch = 1'b0;
    jump   = 1'b0;
    jump_reg = 1'b0;
    casez ({funct5, funct2, funct3, opcode})
        17'b?????_??_000_0010011: begin  
            $strobe("(%s) funct5 = %h, funct2 = %h, funct3 = %h, opcode = %h",
                "ADDI", funct5, funct2, funct3, opcode);
            rf_we = 1'b1;
            alu_op = 3'b001;
            imm12 = instr[31:20];
            alu_src = 1'b1;
        end
        17'b?????_??_100_0010011: begin  
            $strobe("(%s) funct5 = %h, funct2 = %h, funct3 = %h, opcode = %h",
                "XORI", funct5, funct2, funct3, opcode);
            rf_we = 1'b1;
            alu_op = 3'b100;
            imm12 = instr[31:20];
            alu_src = 1'b1;
        end
        17'b?????_??_110_0010011: begin  
            $strobe("(%s) funct5 = %h, funct2 = %h, funct3 = %h, opcode = %h",
                "ORI", funct5, funct2, funct3, opcode);
            rf_we = 1'b1;
            alu_op = 3'b110;
            imm12 = instr[31:20];
            alu_src = 1'b1;
        end
        17'b?????_??_111_0010011: begin  
            $strobe("(%s) funct5 = %h, funct2 = %h, funct3 = %h, opcode = %h",
                "ANDI", funct5, funct2, funct3, opcode);
            rf_we = 1'b1;
            alu_op = 3'b111;
            imm12 = instr[31:20];
            alu_src = 1'b1;
        end
        17'b00000_00_000_0110011: begin  
            $strobe("(%s) funct5 = %h, funct2 = %h, funct3 = %h, opcode = %h",
                "ADD", funct5, funct2, funct3, opcode);
            rf_we = 1'b1;
            alu_op = 3'b001;
            alu_src = 1'b0;
        end
        17'b00000_00_100_0110011: begin  
            $strobe("(%s) funct5 = %h, funct2 = %h, funct3 = %h, opcode = %h",
                "XOR", funct5, funct2, funct3, opcode);
            rf_we = 1'b1;
            alu_op = 3'b100;
            alu_src = 1'b0;
        end
        17'b00000_00_110_0110011: begin  
            $strobe("(%s) funct5 = %h, funct2 = %h, funct3 = %h, opcode = %h",
                "OR", funct5, funct2, funct3, opcode);
            rf_we = 1'b1;
            alu_op = 3'b110;
            alu_src = 1'b0;
        end
        17'b00000_00_111_0110011: begin  
            $strobe("(%s) funct5 = %h, funct2 = %h, funct3 = %h, opcode = %h",
                "AND", funct5, funct2, funct3, opcode);
            rf_we = 1'b1;
            alu_op = 3'b111;
            alu_src = 1'b0;
        end
        17'b?????_??_010_0100011: begin  
            $strobe("(%s) funct5 = %h, funct2 = %h, funct3 = %h, opcode = %h",
                "SW", funct5, funct2, funct3, opcode);
            rf_we = 1'b0;
            alu_op = 3'b001;
            imm12 = {instr[31:25], instr[11:7]};
            alu_src = 1'b1;
            mem_we = 1'b1;
        end
        17'b?????_??_001_1100011: begin  
            $strobe("(%s) funct5 = %h, funct2 = %h, funct3 = %h, opcode = %h",
                "BNE", funct5, funct2, funct3, opcode);
            imm12 = {instr[31], instr[31], instr[7], instr[30:25], instr[11:9]};
            alu_op = 3'b100;
            branch = 1'b1;
        end
        17'b?????_??_000_1100011: begin  
            $strobe("(%s) funct5 = %h, funct2 = %h, funct3 = %h, opcode = %h",
                "BEQ", funct5, funct2, funct3, opcode);
            imm12 = {instr[31], instr[31], instr[7], instr[30:25], instr[11:9]};
            alu_op = 3'b111;
            branch = 1'b1;
        end
        17'b?????_??_???_1101111: begin  
            $strobe("(%s) funct5 = %h, funct2 = %h, funct3 = %h, opcode = %h",
                "JAL", funct5, funct2, funct3, opcode);
            rf_we = 1'b1;
            jump = 1'b1;  
            imm12 = {instr[31],instr[19:12],instr[20],instr[30:21], 1'b0};  
        end
        17'b?????_??_???_1100111: begin  
            $strobe("(%s) funct5 = %h, funct2 = %h, funct3 = %h, opcode = %h",
                "JALR", funct5, funct2, funct3, opcode);
            rf_we = 1'b1;
            jump_reg = 1'b1;  
            imm12 = {instr[31],instr[19:12],instr[20],instr[30:21], 1'b0};  
        end
        default: begin
            $strobe("(%s) funct5 = %h, funct2 = %h, funct3 = %h, opcode = %h",
                "UNKNOWN INSTRUCTION", funct5, funct2, funct3, opcode);
        end
    endcase
end
endmodule
module core(
    input clk,
    input [31:0]instr_data,
    input [31:0]last_pc,
    output [31:0]instr_addr,
    output [31:0]mem_addr,
    output [31:0]mem_data,
    output mem_we
);
reg [31:0]pc = 32'hFFFFFFFF;
wire [31:0]pc_target = branch_taken ? branch_target : jump ? jump_target: jump_reg ? jump_reg_target : pc + 1;
wire [31:0]pc_next = (pc == last_pc) ? pc : pc_target;
always @(posedge clk) begin
    pc <= pc_next;
end
wire [31:0]instr = instr_data;
assign instr_addr = pc_next;
wire [4:0]rd = instr[11:7];
wire [4:0]rs1 = instr[19:15];
wire [4:0]rs2 = instr[24:20];
wire [31:0]rf_rdata0;
wire [4:0]rf_raddr0 = rs1;
wire [31:0]rf_rdata1;
wire [4:0]rf_raddr1 = rs2;
wire [31:0]rf_wdata = alu_result;
wire [4:0]rf_waddr = rd;
wire rf_we;
assign mem_addr = alu_result;
assign mem_data = rf_rdata1;
wire has_imm;
wire [31:0]alu_result;
wire [31:0]alu_b_src = has_imm ? imm32 : rf_rdata1;
wire [2:0]alu_op;
alu alu(
    .src_a(rf_rdata0), .src_b(alu_b_src),
    .alucontrol(alu_op),
    .result(alu_result)
);
reg_file rf(
    .clk(clk),
    .raddr0(rf_raddr0), .rdata0(rf_rdata0),
    .raddr1(rf_raddr1), .rdata1(rf_rdata1),
    .waddr(rf_waddr), .wdata(rf_wdata), .we(rf_we)
);
wire [11:0]imm12;
wire [31:0]imm32 = {{20{imm12[11]}}, imm12};
wire branch;
wire cmp_res = alu_result != 0;
wire branch_taken = branch & cmp_res;
wire [31:0]branch_target = pc + imm32;
wire [31:0]jump_target = pc + (imm32 >> 2);
wire [31:0]jump_reg_target = rf_rdata0 + (imm32 >> 2);
control control(
    .instr(instr),
    .imm12(imm12),
    .rf_we(rf_we),
    .alu_op(alu_op),
    .alu_src(has_imm),
    .mem_we(mem_we),
    .branch(branch),
    .jump(jump),
    .jump_reg(jump_reg)
);
endmodule
module reg_file(
    input clk,
    input [4:0]raddr0,    
    input [4:0]raddr1,    
    input [4:0]waddr,     
    input [31:0]wdata,    
    input we,             
    output [31:0]rdata0,  
    output [31:0]rdata1   
);
reg [31:0]x[31:0];
genvar i;
generate
for (i = 0; i < 32; i = i + 1)
begin : reg_init
    initial
        x[i] = 32'b0;
end
endgenerate
assign rdata0 = (raddr0 != 32'b0) ? x[raddr0] : 32'b0;
assign rdata1 = (raddr1 != 32'b0) ? x[raddr1] : 32'b0;
always @(posedge clk) begin
    if (we) begin
        x[waddr] <= wdata;
    end
end
endmodule
```
==> results.cfg <==
; synthesis and place-and-route metrics
[outcome]
status = completed

[yosys]
synth_seq_share_pct = 54.06
postSynthCellCount = 3817
yosysTopAreaCellShare_pct = 52.96
synth_warnings = 20
synth_area_um2 = 58070
ff_type = edfxtp_1
ys_cells = 3817
ys_chip_area_um2 = 58070
synth-edff-count = 1024
yosysTopAreaCell = edfxtp_1
ys.flops = 1056
top_cells_by_area = edfxtp_1 53%, mux4_2 21%, ha_1 3.0%, mux2i_1 2.2%, xnor2_1 1.5%
ys_async_sr_fraction_pct = 0
syn_area_per_cell_um2 = 15.21
yosysUniqueCellTypes = 93

[power]
power.switching_uw = 910.8
ir_drop_mv = 0.04379
power_density_nw_per_um2 = 49.62
power_frac_seq_pct = 44.8
p_comb_share_pct = 18.4
leakagePower_uw = 0.02219
p_int_uw = 2410
switching_share_pct = 27.43
p_clk_share_pct = 36.8

[flow_run]
cap_violations = 0
tool_warnings = 58

[worst_setup_path]
arrival_ps = 16290
crit_path_start_kind = primary input
end_kind = output pin
setup.worst_path.class = in2out
critPathMaxFanout = 46
crit_required_ps = 27680

[detailed_routing]
routed_wl_um = 197500
ant_nets = 0
drc = 0
wl_per_cell_um = 29.87
drt_first_pass_iters = 7
routed_via_density = 5.697
antenna_cells = 0
num_vias = 37674
first_iter_violations = 2447

[floorplan]
fp_util_pct = 30.18
num_io_pins = 162
dieArea_um2 = 195300
die_w_um = 442.0
num_rows = 161
fp.coreArea_um2 = 192400
die_y_um = 442.0

[cts]
clk_latency_ps = 760
hold_buffers = 0
htree_num_levels = 3
post_cts_buffers = 0
cts_buffers = 110
path_clk_slew_ps = 60
cts_sinks = 1056
cts_tree = yes
root_buffer = clkbuf_16
clockBufferDepth = 3
post_cts_resized = 0

[placement]
dpl_worst_slack_ps = 11370
io_buffers = 161
gp_congestion = 0.9298
hpwl_um = 130800

[sta]
period_used_pct = 67.09
hold_viol = 0
skew_ps = 62.44
max_freq_mhz = 43.08
relSlewSlack_pct = 40.29
worstMarginPinSlew_ps = 893.5
rsz0062_at_grt = no
finalSetupViolations = 0
finalWorstSetupSlack_ps = 11390
timing.final.crit_period_ps = 23210
setup_tns_ps = 0
report.final.slew_viol_count = 0

[final_layout]
final_util_pct = 34.78
register_area_um2 = 31390
comb_area_um2 = 25300
area_delta_synth_final_pct = 15.24
n_fill_cell = 17997
drive_above_1_share_pct = 23.93

[grt]
grtUsageTotal_pct = 21.26
grt_first_pass_wirelength_um = 282300
grt_antenna_before_repair = 3
grt_pass1_vias = 40075
overflow = 0
grt_max_degree = 83

[hold_path]
hold_path_class = reg2reg
layer usage:
metal	up-vias	share of wire (%)	wire length (um)	GRT usage [%]
li1	16030	-	-	-
met1	18762	31	62110	22.42
met2	2456	47	92670	32.49
met3	412	17	32920	15.55
met4	14	4.9	9604	8.014
met5	-	0.13	247	0.9035
state kept, by name (all words and copies together), names as in the netlist:
signal / count
pc: 32
rf.x: 1024
final cells by class:
class,instances,share of cell area [%]
clock inverter,78,1.361
tap,2526,4.723
clock buffer,128,4.214
multi-input combinational,2381,37.80
sequential,1056,46.91
inverter,120,0.6731
timing repair buffer,324,4.317
cells by family after synthesis:
family	after synthesis	share of synthesized area [%]
compound gates	686	7.970
flops	1056	54.06
fa+ha+maj	141	3.090
xor+xnor	157	2.368
buf+inv	380	2.920
simple gates	705	5.786
mux	692	23.81
power by group through the flow:
stage | combinational (uW) | clock, uW | sequential (uW)
after CTS | 610 | 1240 | 1490
after global routing | 662 | 1290 | 1490
final | 611 | 1220 | 1490
placed cells by master (no fill, tap or decap), types with 43 or more instances in the layout:
| cell | instances |
|---|---|
| clkdlybuf4s50_1 | 151 |
| buf_4 | 162 |
| a21o_1 | 43 |
| nor2_1 | 161 |
| nand4_1 | 46 |
| nand2_1 | 209 |
| xnor2_1 | 102 |
| nand3_1 | 76 |
| mux4_2 | 550 |
| inv_1 | 112 |
| mux2i_1 | 128 |
| xor2_1 | 55 |
| edfxtp_1 | 1024 |
| o21ai_0 | 106 |
| ha_1 | 137 |
| clkbuf_16 | 110 |
| a21oi_1 | 176 |
critical path, cell delays in order:
cell and delay [ps]:
buf_8 320, buf_4 680, buf_4 550, buf_4 670, mux4_2 420, mux4_2 490
mux2i_1 380, nor2_1 210, a21oi_1 260, ha_1 380, a21oi_1 420, nor2b_1 100
a2111oi_0 730, o2111ai_1 200, o21ai_0 380, mux2i_1 230, o211ai_1 110, buf_4 250
nor4_1 350, nand4_1 240, nor2_4 380, nand2b_2 510, nand3_1 120, a41oi_1 280
clkdlybuf4s50_1 530
synthesized netlist by cell type, drive strengths merged (15+ instances only):
| master | number |
|---|---|
| edfxtp | 1024 |
| mux4 | 550 |
| nand2 | 211 |
| nor2 | 198 |
| a21oi | 176 |
| clkbuf | 147 |
| ha | 137 |
| mux2i | 129 |
| inv | 119 |
| o21ai | 118 |
| buf | 113 |
| xnor2 | 102 |
| nand3 | 76 |
| xor2 | 55 |
| nand4 | 46 |
| a21o | 43 |
| a22oi | 42 |
| o211ai | 41 |
| nor3 | 38 |
| dfxtp | 32 |
| a31oi | 29 |
| a211oi | 24 |
| nor2b | 22 |
| a221oi | 19 |
| o221ai | 19 |
| o22ai | 18 |
| a221o | 17 |
| o21bai | 17 |
| and3 | 16 |
| and2 | 15 |
per-stage QoR:
step                power [uW]  hold slack (ps)  instances  cell area, um2
floorplan                 1878            523.2       3817           58070
global placement          2122            600.6       6407           63190
detailed placement        2120            599.2       6407           63190
CTS                       3337            604.5       6613           66920
global route              3438            626.3       6613           66920
finish                    3321            612.1       6613           66920
worst paths after layout:
path | startpoint | to | slack [ps] | depth (start not counted)
hold / removal | pc[16] | pc[16] | 610 | 2
setup reg to reg | rf.x[31][1] | pc[19] | 27400 | 22
setup / recovery | instr_data[21] | instr_addr[15] | 11390 | 25
hold reg to reg | pc[16] | pc[16] | 610 | 2
Power is estimated from default activity; no workload was simulated.
